==> flow/design.v <==
module fpu_mux_2x1 #(parameter size = 32)
(
    input select,
    input [size-1:0] a,
    input [size-1:0] b,
    output [size-1:0] out
);
    assign out = select ? b : a;
endmodule
==> flow/run.sh <==
#!/bin/bash
# OpenROAD 26Q1-2900-gdf79404cd8, Yosys 0.63+post, stock flow scripts
make -C /OpenROAD-flow-scripts/flow DESIGN_CONFIG=/design/flow/config.mk WORK_HOME=/design/flow/orfs finish
==> flow/config.mk <==
export PLATFORM = sky130hd
export DESIGN_NAME = fpu_mux_2x1
export DESIGN_NICKNAME = fpu_mux_2x1
export VERILOG_FILES = /design/flow/design.v
export SDC_FILE = /design/flow/constraint.sdc
export NUM_CORES = 4
export LEC_CHECK = 1
export CORE_AREA = 10 10 70 70
export DIE_AREA = 0 0 80 80
export SYNTH_HDL_FRONTEND = slang
==> flow/constraint.sdc <==
current_design fpu_mux_2x1

set clk_period 1.0
set clk_io_pct 0.2

create_clock -name clk0 -period $clk_period

set non_clock_inputs [all_inputs -no_clocks]
set_input_delay [expr $clk_period * $clk_io_pct] -clock clk0 $non_clock_inputs
set_output_delay [expr $clk_period * $clk_io_pct] -clock clk0 [all_outputs]
==> impl_metrics.env <==
# source this file to load flow results
export IMPL_run_status="finished, violations left"
export IMPL_violations="setup timing"
export IMPL_setup_slack_ps=-175
export IMPL_vias=730
export IMPL_path_common_cell="buf_12"
export IMPL_layout_area_comb_um2=480
export IMPL_cp_top_family="buffers and inverters"
export IMPL_dieArea_um2=6400
export IMPL_hold_class="primary input to output pin"
export IMPL_drive_gt1_frac=0.562
export IMPL_grt_pass1_wl_um=4150
export IMPL_tns_ps=-5030
export IMPL_cpMaxStageDelayCell="mux2_4"
export IMPL_area_leaders="mux2_4 83%, buf_12 11%, mux2_2 4.1%"
export IMPL_ys_cells=36
export IMPL_portBuffers=97
export IMPL_end_kind="output pin"
export IMPL_hold_buffers=0
export IMPL_critical_path_depth=5
export IMPL_ff_latch_area_um2=0
export IMPL_finalSetupViolations=32
export IMPL_required_ps=800
export IMPL_final_area_um2=1700
export IMPL_tightest_slew_ps=61.1
export IMPL_period_used=1.18
export IMPL_timing_hold_ws_ps=694
export IMPL_path_buffers=4
export IMPL_synth_cell_types=4
export IMPL_avgSynthCellArea_um2=15.1
export IMPL_ir_drop_uv=173
export IMPL_io_pins=97
export IMPL_coreArea_um2=3420
export IMPL_yosysChipArea_um2=544
export IMPL_grt_ovfl_total=0
export IMPL_slowest_delay_ps=300
export IMPL_yosysTopAreaCell="mux2_4"
export IMPL_rows=21
export IMPL_power_static_leakage_nw=0.990
export IMPL_max_cap_viol_count=0
export IMPL_place_ws_ps=-497
export IMPL_nClkBuffers=0
export IMPL_powerDensity_nw_per_um2=389
export IMPL_initCoreUtil=0.159
export IMPL_criticalPathCategory="primary input to output pin"
export IMPL_worstHoldPathCells=3
export IMPL_place_inst=177
export IMPL_top_area_frac=0.828
export IMPL_max_freq_mhz=851
export IMPL_flop_count=0
export IMPL_antenna_found_initial=0
export IMPL_die_width_um=80
export IMPL_drt_iter0_markers=4
export IMPL_final_cells=192
export IMPL_place_area_um2=1540
export IMPL_antenna_left=0
export IMPL_critPathMaxFanout=7
export IMPL_hold_viol=0
export IMPL_grt_use_total=0.0787
export IMPL_antennaDiodeCount=0
export IMPL_crit_path_start_kind="primary input"
export IMPL_drtPass1Iterations=2
export IMPL_synthToLayoutAreaGrowth_pct=212
export IMPL_rsz0062_at_grt="true"
export IMPL_warning_count=34
export IMPL_syn_area_um2=544
export IMPL_finalCriticalPeriod_ps=1180
export IMPL_dp_hpwl_um=2400
export IMPL_syn_inst=36
export IMPL_grt_pass1_vias=824
export IMPL_die_h_um=80
export IMPL_cp_arrival_ps=980
export IMPL_route_detailed_drc=0
export IMPL_wl_per_cell_um=14.8
export IMPL_place_gp_congestion=0.760
export IMPL_ys_warn_count=0
export IMPL_cp_cell_sequence="buf_12 -> buf_12 -> buf_8 -> mux2_4 -> buf_6"
export IMPL_n_fill_cell=327
export IMPL_wl_um=2850
export IMPL_slew_viol_final=0
export IMPL_synth_seq_area_share=0
export IMPL_vias_per_cell=3.80
export IMPL_grt_max_degree=8
export IMPL_slew_headroom=0.959
## through the flow
stage          utilization  power (mW)
4_1_cts              0.470       0.644
6_report             0.497       0.660
3_3_place_gp         0.450       0.654
3_5_place_dp         0.450       0.655
5_1_grt              0.497       0.706
2_1_floorplan            -       0.206
## cell usage in the layout, fill, tap and decap left out, drive strengths merged
cell / count
mux2: 32
dlymetal6s2s: 14
buf: 50
clkdlybuf4s50: 10
dlygate4sd2: 40
## final cells by class
type / count / area share
repair buffers: 114 / 0.683
multi-input cells: 32 / 0.283
well taps: 46 / 0.0339
## logic make-up (layout without fill, tap and decap cells)
kind of cell | count (synthesis) | count (layout) | share of synthesized area
buffers and inverters | 4 | 114 | 0.131
multiplexers | 32 | 32 | 0.869
## routing by layer
metal	share of wire	global-route usage
met5	0	0
met4	0	0
met3	0.11	0.0307
met2	0.49	0.143
met1	0.40	0.0897
## cell usage after synthesis
master / number
buf_6: 1
buf_12: 3
mux2_4: 30
mux2_2: 2
## worst paths after layout
kind | start | slack [ps] | to
worst max-delay path | select | -180 | out[31]
worst min-delay path | a[24] | 690 | out[24]
## report_power, final
part	switching, mW	total, mW	internal, mW
clock	0	0	0
sequential	0	0	0
combinational	0.141	0.660	0.519
## timing repair
item | in CTS | in global routing
gates cloned | 1 | 0
buffers inserted | 14 | 0
gates resized | 170 | 23
endpoints found under the setup margin | 32 | 32
Power and IR drop assume default switching activity.
